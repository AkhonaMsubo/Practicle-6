## design.v

```verilog
`timescale 1ns / 1ps
module CU (clk,rst, instr, result2, operand1, operand2, offset, opcode, sel1, sel3,w_r);
    parameter DATA_WIDTH = 8;  
    parameter ADDR_BITS = 5;  
    parameter INSTR_WIDTH =20; 
    input clk,rst;
    input [INSTR_WIDTH-1:0]instr;
    input [DATA_WIDTH-1:0] result2;
    output reg [DATA_WIDTH-1:0] operand1;
    output reg [DATA_WIDTH-1:0] operand2;
    output reg [DATA_WIDTH-1:0] offset;
    output reg [3:0] opcode;
    output reg sel1, sel3, w_r;
    reg [DATA_WIDTH-1:0] regfile [0:3];
    reg [INSTR_WIDTH-1:0]instruction;
    parameter RESET = 4'b0000;
    parameter DECODE = 4'b0001;
    parameter EXECUTE = 4'b0010;
    parameter MEM_ACCESS = 4'b0100;
    parameter WRITE_BACK = 4'b1000;
    reg [3:0] state = RESET;
    always @(posedge clk) begin
        instruction = instr;
        case (state)
            RESET : begin  
                if (instruction[19:18] == 2'b00)  begin
                    state = RESET; 
                    end else begin
                    state = DECODE;  
                    end
                regfile[0]<= 8'd0;
                regfile[1]<= 8'd1;
                regfile[2]<= 8'd2;
                regfile[3]<= 8'd3;
                operand1 <= #(DATA_WIDTH)'d0;
                operand2 <= #(DATA_WIDTH)'d0;
                offset <= #(DATA_WIDTH)'d0;
                opcode <= 4'b1111;
                sel1 <= 0;
                sel3 <= 0;
                w_r <= 0;
            end
            DECODE : begin  
                state = EXECUTE;  
                if (instruction[19:18] == 2'b1) begin  
                    operand1 <= regfile[instruction[15:14]];  
                    operand2 <= regfile[instruction[13:12]];  
                    offset <= instruction[11:4];
                    opcode <= instruction[3:0];
                   sel1 <= 1;
                    sel3 <= 0;
                    w_r <= 0;
                end else if (instruction[19:18] == 2'b10) begin  
                    operand1 <= regfile[instruction[15:14]];  
                    operand2 <= regfile[instruction[17:16]];  
                    offset <= instruction[11:4];
                    opcode <= instruction[3:0];
                    sel1 <= 0;  
                    sel3 <= 1;  
                    w_r <= 0;
                end else if (instruction[19:18] == 2'b11) begin  
                    operand1 <= regfile[instruction[15:14]];  
                    operand2 <= regfile[instruction[17:16]];  
                    offset <= instruction[11:4];
                    opcode <= instruction[3:0];
                    sel1 <= 0;  
                    sel3 <= 1;  
                    w_r <= 0;  
                end
            end
            EXECUTE: begin  
                state = MEM_ACCESS;  
                if (instruction[19:18] == 2'b01) begin  
                    state = WRITE_BACK;
                    operand1 <= regfile[instruction[15:14]];  
                    operand2 <= regfile[instruction[13:12]];  
                    offset <= instruction[11:4];
                    opcode <= instruction[3:0];
                    sel1 <= 1;
                    sel3 <= 0;
                    w_r <= 0;
                end else if (instruction[19:18] == 2'b10) begin  
                    operand1 <= regfile[instruction[15:14]];  
                    operand2 <= regfile[instruction[17:16]];  
                    offset <= instruction[11:4];
                    opcode <= instruction[3:0];
                    sel1 <= 0;  
                    sel3 <= 1;  
                    w_r <= 0;
                end else if (instruction[19:18] == 2'b11) begin  
                    operand1 <= regfile[instruction[15:14]];  
                    operand2 <= regfile[instruction[17:16]];  
                    offset <= instruction[11:4];
                    opcode <= instruction[3:0];
                    sel1 <= 0;  
                    sel3 <= 1;  
                    w_r <= 1;  
                end
            end
            MEM_ACCESS: begin  
                state = WRITE_BACK;  
                if (instruction[19:18] == 2'b10) begin  
                    operand1 <= regfile[instruction[15:14]];  
                    operand2 <= regfile[instruction[17:16]];  
                    offset <= instruction[11:4];
                    opcode <= instruction[3:0];
                    sel1 <= 0;  
                    sel3 <= 1;  
                    w_r <= 0;
                end else if (instruction[19:18] == 2'b11) begin  
                    state = DECODE;  
                    operand1 <= regfile[instruction[15:14]];  
                    operand2 <= regfile[instruction[17:16]];  
                    offset <= instruction[11:4];
                    opcode <= instruction[3:0];
                    sel1 <= 0;  
                    sel3 <= 1;  
                    w_r <= 0;  
                end
            end
            WRITE_BACK: begin  
                state = DECODE;  
                if (instruction[19:18] == 2'b01) begin  
                    regfile[instruction[17:16]] <= result2;  
                    operand1 <= regfile[instruction[15:14]];  
                    operand2 <= regfile[instruction[13:12]];  
                    offset <= instruction[11:4];
                    opcode <= instruction[3:0];
                    sel1 <= 1;
                    sel3 <= 0;
                    w_r <= 0;
                end else if (instruction[19:18] == 2'b11) begin
                    operand1 <= regfile[instruction[15:14]];  
                    operand2 <= regfile[instruction[17:16]];  
                    offset <= instruction[11:4];
                    opcode <= instruction[3:0];
                    sel1 <= 0;  
                    sel3 <= 1;  
                    w_r <= 0;
                end else if (instruction[19:18] == 2'b10) begin  
                    regfile[instruction[17:16]] <= result2;  
                    operand1 <= regfile[instruction[15:14]];  
                    operand2 <= regfile[instruction[17:16]];  
                    offset <= instruction[11:4];
                    opcode <= instruction[3:0];
                    sel1 <= 0;  
                    sel3 <= 1;  
                    w_r <= 0;
                end
            end
            default:  
            state = RESET;  
        endcase
    end
endmodule
```

## run.sh

```bash
#!/bin/bash
# OpenROAD 26Q1-2900-gdf79404cd8, Yosys 0.63+post, stock flow scripts
make -C /OpenROAD-flow-scripts/flow DESIGN_CONFIG=/design/flow/config.mk WORK_HOME=/design/flow/orfs finish
```

## config.mk

```make
export PLATFORM = sky130hd
export DESIGN_NAME = CU
export DESIGN_NICKNAME = CU
export VERILOG_FILES = /design/flow/design.v
export SDC_FILE = /design/flow/constraint.sdc
export NUM_CORES = 4
export LEC_CHECK = 1
export CORE_UTILIZATION = 40
```

## constraint.sdc

```tcl
current_design CU

set clk_period 7.9
set clk_io_pct 0.2

create_clock -name clk0 -period $clk_period [get_ports {clk}]

set non_clock_inputs [all_inputs -no_clocks]
set_input_delay [expr $clk_period * $clk_io_pct] -clock clk0 $non_clock_inputs
set_output_delay [expr $clk_period * $clk_io_pct] -clock clk0 [all_outputs]
```

==> impl_metrics.sql <==
-- implementation run metrics
INSERT INTO impl_metrics (metric_group, metric, value, unit) VALUES
('final_timing', 'clock-skew-final', '6.70', 'ps'),
('cts', 'cts.sink_count', '67', ''),
('min_path', 'worst_min_path_class', 'reg2reg', ''),
('min_path', 'hold_path_startpoint', 'operand1[7]$_DFFE_PP_', ''),
('run_status', 'run_status', 'finished clean', ''),
('setup_path', 'r2r-start', 'state[3]$_DFF_P_', ''),
('synth', 'synthesis.area_per_instance', '12.2', 'µm²'),
('setup_path', 'worstPathCellList', 'clkdlybuf4s50_1 -> inv_1 -> ha_1 -> nor3b_1 -> a22oi_1 -> mux2i_1 -> a222oi_1 -> a2bb2oi_1', ''),
('cts', 'path_clk_slew', '70', 'ps'),
('cts', 'cts_hold_buf', '0', ''),
('detailed_routing', 'routed_wire_length_per_instance', '16.2', 'µm'),
('die', 'die_height', '96.4', 'µm'),
('final_timing', 'finalSetupViolCount', '0', ''),
('detailed_routing', 'drtPass1Iterations', '4', ''),
('cts', 'clock_tree_from_tritoncts', 'done', ''),
('global_routing', 'groute.usage.overall', '0.179', ''),
('die', 'ios', '61', ''),
('cts', 'clock_root_buffer', 'sky130_fd_sc_hd__clkbuf_8', ''),
('cts', 'cts.repair.resized', '0', ''),
('cts', 'cts_max_path_buffers', '2', ''),
('final_layout', 'area_delta_synth_final', '24.1', '%'),
('detailed_routing', 'dr.first_iter.drc_count', '130', ''),
('global_routing', 'grt.overflow.total', '0', ''),
('detailed_routing', 'drt.antenna.violating_nets', '0', ''),
('synth', 'top_area_frac', '0.531', ''),
('die', 'die-area', '9300', 'µm²'),
('pwr', 'power_density', '355', 'nW/µm²'),
('pwr', 'power_frac_comb', '0.354', ''),
('synth', 'synthesis.area', '3570', 'µm²'),
('die', 'core_util_floorplan', '0.411', ''),
('pwr', 'power.net_switching', '518', 'µW'),
('final_layout', 'most_numerous_logic_cell_after_layout', 'sky130_fd_sc_hd__edfxtp_1', ''),
('job', 'tool_warnings', '31', ''),
('global_routing', 'grt_first_pass_wirelength', '11900', 'µm'),
('setup_path', 'worst_ep_required_time', '8090', 'ps'),
('setup_path', 'critical_path.max_stage_delay', '700', 'ps'),
('synth', 'synth_stat.cells', '292', ''),
('setup_path', 'crit_path_end_kind', 'flip-flop', ''),
('placed_design', 'port_buffers', '59', ''),
('placed_design', 'gp_congestion', '0.801', ''),
('cts', 'cts_inserted_buffers', '9', ''),
('setup_path', 'critPathTopFamily', 'AND-OR/OR-AND gates', ''),
('final_layout', 'post_route_cells_drive_above_1_share', '0.114', ''),
('final_timing', 'slew-limit-headroom', '0.418', ''),
('setup_path', 'worst_path_max_delay_cell', 'sky130_fd_sc_hd__mux2i_1', ''),
('final_timing', 'final.hold.worst_slack', '588', 'ps'),
('detailed_routing', 'antenna_cells', '0', ''),
('final_timing', 'final_layout_setup_total_negative_slack', '0', 'ps'),
('synth', 'chip_area_yosys', '3570', 'µm²'),
('detailed_routing', 'drt_wl_total', '7440', 'µm'),
('detailed_routing', 'route.detailed.drc', '0', ''),
('pwr', 'irDropWorstVdd', '0.157', 'mV'),
('cts', 'cts_post_setup_buffers_inserted', '0', ''),
('min_path', 'hold-path-endpoint', 'operand1[7]$_DFFE_PP_', ''),
('pwr', 'sw_frac_of_total', '0.330', ''),
('job', 'maxCapViolCount', '0', ''),
('synth', 'synth_async_sr_flop_share', '0', ''),
('die', 'fp-row-count', '34', ''),
('final_timing', 'worst_margin_pin_slew', '871', 'ps'),
('final_timing', 'fmax', '239', 'MHz'),
('detailed_routing', 'detailroute.via_count', '2500', ''),
('final_timing', 'layout_min_cycle_time', '4190', 'ps'),
('synth', 'netlist.top_cell.by_area', 'sky130_fd_sc_hd__edfxtp_1', ''),
('final_layout', 'seq_area', '1970', 'µm²'),
('synth', 'synth.yosys.seq_area_share', '0.553', ''),
('synth', 'dominantRegCellSynth', 'sky130_fd_sc_hd__edfxtp_1', ''),
('setup_path', 'worst-path-max-fanout', '13', ''),
('final_layout', 'nFillCells', '764', ''),
('synth', 'synth-edff-count', '63', ''),
('global_routing', 'largest_net_degree_at_the_start_of_global_routing', '41', ''),
('global_routing', 'antenna_found_initial', '0', '');
## logic make-up after synthesis
kind of cell | share of synthesized area
and+or+nand+nor | 0.173
DFF | 0.553
AOI/OAI and AO/OA | 0.139
buffers and inverters | 0.0379
muxes | 0.0688
adders and majority gates | 0.0211
xor gates and xnor gates | 0.00772
## state kept, by name, indices dropped and copies added (netlist names)
register,flops
operand1,8
opcode,4
state,4
offset,8
sel1,1
sel3,1
w_r,1
operand2,8
regfile,32
## layout make-up
cell class              instances  share of cell area
flip-flops and latches         67               0.446
multi-input cells             199               0.331
repair buffers                 63               0.140
well taps                     108              0.0305
clock buffers                   9              0.0280
clock inverters                 6              0.0184
inverters                       8             0.00679
## layer usage
metal  vias up  track usage  share of wire
li1       1237            -              -
met1      1188        0.298           0.46
met4         0       0.0270          0.013
met3         7       0.0469          0.059
met2        68        0.262           0.47
met5         -            0              0
## synth_stat cells (all sizes together), types with 3 or more instances
cell,count
clkbuf,10
nor3b,3
nor2,11
buf,8
a31oi,3
nand3,23
nand2,19
ha,6
nor3,7
a32oi,7
o31ai,3
a22o,9
and2,29
o21ai,14
nand4,7
nand2b,9
mux2i,5
a22oi,3
a21oi,11
inv,8
edfxtp,63
mux4,8
a221o,4
dfxtp,4
## metrics by stage
step           std cells  instance area [µm²]  power [mW]   util  setup slack (ps)
2_1_floorplan        292                 3570        1.05      -              3620
3_3_place_gp         445                 4220        1.28  0.486              3460
3_5_place_dp         445                 4220        1.29  0.486              3390
4_1_cts              460                 4430        1.59  0.510              3740
5_1_grt              460                 4430        1.68  0.510              3490
6_report             460                 4430        1.57  0.510              3710
## power by group through the flow
stage / clock [mW] / combinational [mW] / sequential, mW
global route: 0.323 / 0.625 / 0.737
finish: 0.299 / 0.556 / 0.717
CTS: 0.307 / 0.567 / 0.718
## worst max-delay path by stage
stage | depth (start not counted) | slack, ps | to
after CTS | 8 | 3740 | operand2[6]$_DFFE_PP_
after global routing | 8 | 3490 | operand2[6]$_DFFE_PP_
final | 8 | 3710 | operand2[6]$_DFFE_PP_
Power and IR drop assume default switching activity.
